File: ./run.sh
#!/bin/bash
# OpenROAD 26Q1-2900-gdf79404cd8, Yosys 0.63+post, stock flow scripts
make -C /OpenROAD-flow-scripts/flow DESIGN_CONFIG=/design/flow/config.mk WORK_HOME=/design/flow/orfs finish
File: ./design.v
`timescale 1ns / 1ps
module Adder_16bit(
    input [15:0] a,
    input [15:0] b,
    input cin,
    output cout,
    output [15:0] s
    );
    wire cout1; 
    wire cout2; 
    wire cout3; 
    wire cout4; 
    wire cout5;
    wire cout6;
    wire cout7; 
    wire cout8; 
    wire cout9;
    wire cout10;
    wire cout11;
    wire cout12;
    wire cout13;
    wire cout14;
    wire cout15; 
    Adder_1bit instance_1(.a(a[0]),.b(b[0]),.cin(cin),.s(s[0]),.cout(cout1));
    Adder_1bit instance_2(.a(a[1]),.b(b[1]),.cin(cout1),.s(s[1]),.cout(cout2));
    Adder_1bit instance_3(.a(a[2]),.b(b[2]),.cin(cout2),.s(s[2]),.cout(cout3));
    Adder_1bit instance_4(.a(a[3]),.b(b[3]),.cin(cout3),.s(s[3]),.cout(cout4));
    Adder_1bit instance_5(.a(a[4]),.b(b[4]),.cin(cout4),.s(s[4]),.cout(cout5));
    Adder_1bit instance_6(.a(a[5]),.b(b[5]),.cin(cout5),.s(s[5]),.cout(cout6));
    Adder_1bit instance_7(.a(a[6]),.b(b[6]),.cin(cout6),.s(s[6]),.cout(cout7));
    Adder_1bit instance_8(.a(a[7]),.b(b[7]),.cin(cout7),.s(s[7]),.cout(cout8));
    Adder_1bit instance_9(.a(a[8]),.b(b[8]),.cin(cout8),.s(s[8]),.cout(cout9));
    Adder_1bit instance_10(.a(a[9]),.b(b[9]),.cin(cout9),.s(s[9]),.cout(cout10));
    Adder_1bit instance_11(.a(a[10]),.b(b[10]),.cin(cout10),.s(s[10]),.cout(cout11));
    Adder_1bit instance_12(.a(a[11]),.b(b[11]),.cin(cout11),.s(s[11]),.cout(cout12));
    Adder_1bit instance_13(.a(a[12]),.b(b[12]),.cin(cout12),.s(s[12]),.cout(cout13));
    Adder_1bit instance_14(.a(a[13]),.b(b[13]),.cin(cout13),.s(s[13]),.cout(cout14));
    Adder_1bit instance_15(.a(a[14]),.b(b[14]),.cin(cout14),.s(s[14]),.cout(cout15));
    Adder_1bit instance_16(.a(a[15]),.b(b[15]),.cin(cout15),.s(s[15]),.cout(cout));
endmodule
`timescale 1ns / 1ps
module Adder_1bit(
    input a,
    input b,
    input cin,
    output s,
    output cout
    );
    wire wire_1;
    wire wire_2; 
    wire wire_3; 
    assign wire_1 = a^b; 
    assign wire_2 = wire_1&cin;
    assign wire_3 = a&b; 
    assign cout = wire_2|wire_3; 
    assign s = wire_1^cin;
endmodule
`timescale 1ns / 1ps
module Adder_Subtractor_32bit(
    input [31:0] a,
    input [31:0] b,
    input sub,
    output [31:0] sum,
    output cout
    );
    wire [31:0] b_sub;
    wire [15:0] result1; 
    wire [15:0] result2_1;
    wire [15:0] result2_2; 
    wire cout1;
    wire cout2;
    wire cout3;
    assign b_sub = sub?~b:b; 
    Adder_16bit instance1(.a(a[15:0]),.b(b_sub[15:0]),.cin(sub),.cout(cout1),.s(result1));
    Adder_16bit instance2_1(.a(a[31:16]),.b(b_sub[31:16]),.cin(1'b0),.cout(cout2),.s(result2_1));
    Adder_16bit instance2_2(.a(a[31:16]),.b(b_sub[31:16]),.cin(1'b1),.cout(cout3),.s(result2_2));
    assign sum = cout1?{result2_2,result1}:{result2_1,result1};
    assign cout = cout1?cout3:cout2;
endmodule
`timescale 1ns / 1ps
module Adder_Subtractor_64bit(
    input [63:0] a,
    input [63:0] b,
    input sub,
    output [63:0] sum,
    output cout
    );
    wire [63:0] b_sub;
    wire [31:0] result1;
    wire [31:0] result2; 
    wire [31:0] result3;
    wire cout1;
    wire cout2;
    wire cout3; 
    assign b_sub = sub?~b:b;
    Adder_Subtractor_32bit instance1(.a(a[31:0]),.b(b_sub[31:0]),.sub(sub),.cout(cout1),.sum(result1));
    Adder_Subtractor_32bit instance2(.a(a[63:32]),.b(b_sub[63:32]),.sub(1'b0),.cout(cout2),.sum(result2)); 
    Adder_Subtractor_32bit instance3(.a(a[63:32]),.b(b_sub[63:32]),.sub(1'b1),.cout(cout3),.sum(result3));
    assign sum = cout1?{result3,result1}:{result2,result1};
    assign cout = cout1?cout3:cout2;
endmodule
File: ./constraint.sdc
current_design Adder_Subtractor_64bit

set clk_period 42.5
set clk_io_pct 0.2

create_clock -name clk0 -period $clk_period

set non_clock_inputs [all_inputs -no_clocks]
set_input_delay [expr $clk_period * $clk_io_pct] -clock clk0 $non_clock_inputs
set_output_delay [expr $clk_period * $clk_io_pct] -clock clk0 [all_outputs]
File: ./config.mk
export PLATFORM = sky130hd
export DESIGN_NAME = Adder_Subtractor_64bit
export DESIGN_NICKNAME = Adder_Subtractor_64bit
export VERILOG_FILES = /design/flow/design.v
export SDC_FILE = /design/flow/constraint.sdc
export NUM_CORES = 4
export LEC_CHECK = 1
export CORE_UTILIZATION = 30
==> impl_report.txt <==
FLOW METRICS REPORT
----------------------------------------------------
[Timing]
  Pins Over Slew Limit ........................ 0
  Hold Vio Cnt, Final ........................ 0
  Total negative setup slack ........................ 0 ns
  Least setup slack across all paths after layout ........................ 10.93 ns
  Post-route minimum period ........................ 31.57 ns
  Relative slew slack ........................ 61.00%
  Max frequency ........................ 0.03168 GHz
  Crit share post-route ........................ 74.28%
  Actual transition at the worst max-transition pin ........................ 0.5850 ns
  Setup repair after global routing missed its margin ........................ no
  Final setup violation count ........................ 0

[Hold path]
  Critical hold path startpoint ........................ b[22]
  Depth of the worst hold-timing path ........................ 5
  Hold-critical path endpoint ........................ sum[22]
  Path category of the worst min-delay check ........................ in2out

[Floorplan]
  Floorplan Core Area ........................ 0.01084 mm²
  Total Die Area ........................ 0.01151 mm²
  Number of placement rows ........................ 38
  I/O pin count ........................ 194
  Die height ........................ 107.3 µm
  FP Core Util ........................ 30.67%
  Die X ........................ 107.3 µm

[GRT]
  Largest net degree at the start of global routing ........................ 48
  Met1 demand-to-capacity share in global routing ........................ 19.33%
  Wire length of the first global-routing pass ........................ 12,010 µm
  Met2 usage ........................ 23.59%
  Layer carrying the most global-route usage ........................ met2
  Overall global routing resource usage ........................ 13.61%
  Global route total overflow ........................ 0
  Via count of the first global-routing pass ........................ 2,740
  Initial antenna violation count ........................ 0
  Met3 Use GR ........................ 2.963%

[Status]
  Run status ........................ finished clean

[Layout]
  Most used logic cell in the final layout ........................ sky130_fd_sc_hd__clkdlybuf4s50_1
  Most frequent cells in the layout ........................ sky130_fd_sc_hd__clkdlybuf4s50_1 (193), sky130_fd_sc_hd__inv_1 (148), sky130_fd_sc_hd__fa_1 (89), sky130_fd_sc_hd__xnor2_1 (33), sky130_fd_sc_hd__mux2i_1 (19)
  Design Area, Final ........................ 0.005245 mm²
  Fraction of layout instances using a drive strength above 1 ........................ 0.7533%
  Fill count ........................ 1,006
  Total area of sequential cells ........................ 0 µm²
  Area Growth Syn to Fin ........................ 57.77%
  Seq Cell Count ........................ 0
  Clock buffer instance count of the final layout ........................ 0

[Yosys]
  Gate count after technology mapping ........................ 361
  Top cells by area, synth ........................ sky130_fd_sc_hd__fa_1 (54%), sky130_fd_sc_hd__inv_1 (17%), sky130_fd_sc_hd__xnor2_1 (8.7%)
  Share of Yosys cell area claimed by the top area cell type ........................ 54.20%
  Post-synthesis instance area ........................ 0.003324 mm²
  Number of standard cells reported by yosys ........................ 361
  Chip area estimate from yosys synthesis ........................ 0.003324 mm²
  Library cells used by synthesis ........................ 14
  Cell type contributing the most total cell area after synthesis ........................ sky130_fd_sc_hd__fa_1
  Yosys warning tally ........................ 0
  Proportion of synthesized chip area in sequential cells ........................ 0%
  Average cell area after synthesis ........................ 9.209 µm²

[Flow run]
  Log Warnings ........................ 37
  Maxcap violations ........................ 0

[Power]
  Leakage power ........................ 2.517 nW
  Power density normalized to cell area ........................ 17.11 mW/mm²
  Peak supply drop ........................ 0.007973 mV

[Setup path]
  Critical path fanouts, max ........................ 47
  Data required time at the worst endpoint ........................ 34.00 ns
  Worst stage delay on the critical path ........................ 0.52 ns
  Crit path from ........................ a[0]
  Startpoint class of the critical path ........................ input port
  Worst path slowest cell ........................ sky130_fd_sc_hd__clkdlybuf4s50_1
  Critical path endpoint category ........................ primary output
  Most frequent CP cell ........................ sky130_fd_sc_hd__fa_1
  WS Path Type ........................ in2out
  Data arrival time of the critical path ........................ 23.07 ns

[Routing]
  DRC violations left ........................ 0
  First-pass DRT Iterations ........................ 4
  WL final ........................ 7279 µm
  N_diodes ........................ 0
  Post-route ant nets ........................ 0
  Via count of the routed design ........................ 2,627
  Average wire length per cell after detail routing ........................ 10.85 µm
  Starting DRT DRC Count ........................ 31
  Number of vias per cell ........................ 3.915

[Place]
  Quantity of I/O buffers inserted on ports ........................ 194
  Pre-CTS setup slack ........................ 10.83 ns
  Placed Area ........................ 0.005245 mm²
  Placed wire-length estimate ........................ 6669 µm
  Final RePlAce weighted congestion ........................ 0.7759

[Clock tree]
  # resized after CTS ........................ 0
  Number of setup buffers added after CTS ........................ 0
  Number of hold buffers added after CTS ........................ 0

----------------------------------------------------
cells by family after synthesis:
logic type	Yosys count	share of synthesized area (%)
fa+ha+maj	98	57.21
compound gates	18	2.785
mux	19	5.721
xor+xnor	36	9.485
simple gates	16	1.807
buf+inv	174	23.00
synth_stat cells (all sizes together):
master,count
a21o,1
a21oi,16
buf,25
clkbuf,1
fa,90
ha,8
inv,148
mux2i,19
nor2,16
o21ai,1
xnor2,33
xor2,3
worst max-delay path by stage:
stage	depth (start not counted)	end	slack, ns
6_report	39	sum[48]	10.93
4_1_cts	39	sum[48]	10.83
5_1_grt	39	sum[48]	10.29
through the flow:
stage / utilization (%) / cells / power, mW / hold WS [ns]
final: 48.38 / 671 / 0.08974 / 18.03
after global routing: 48.38 / 671 / 0.1033 / 18.08
after CTS: 48.38 / 671 / 0.09196 / 18.04
after detailed placement: 48.38 / 671 / 0.09125 / 18.04
after global placement: 48.38 / 671 / 0.09032 / 18.04
after floorplan: - / 361 / 0.04295 / 17.17
layer usage:
metal / up-vias / part of all wire [%]
li1: 1298 / -
met3: 0 / 9.3
met1: 1215 / 40
met4: 0 / 0
met2: 114 / 51
met5: - / 0
layout make-up:
| cell class | count | area [µm²] | share of cell area (%) |
|---|---|---|---|
| inverter | 148 | 555.5 | 10.59 |
| tap | 140 | 175.2 | 3.340 |
| multi-input combinational | 187 | 2562 | 48.86 |
| timing repair buffer | 196 | 1952 | 37.21 |
critical path: cells and delay by family:
kind | cells | cell delay [ns]
multiplexers | 1 | 0.24
adder cells (fa/ha/maj) | 30 | 12.33
AND-OR/OR-AND | 3 | 0.37
XOR/XNOR | 1 | 0.14
AND/OR/NAND/NOR | 1 | 0.12
buffers and inverters | 3 | 1.30
where the power goes:
part / switching, mW / total [mW] / internal (mW)
clock: 0 / 0 / 0
sequential: 0 / 0 / 0
combinational: 0.0320 / 0.0897 / 0.0578
total: 0.0320 / 0.0897 / 0.0578
Power is estimated from default activity; no workload was simulated.
