<file path="design/flow/design.v">
`timescale 1ns / 1ps
module Instruction_Mem_Interface(
    input reg [63:0] coreAddress,
    input reg [63:0] memInstruction,
    input reg readReady,
    input instructionMemExc,
    input clk,
    output reg readRequest,
    output reg [63:0] memAddress,
    output reg [63:0] coreInstruction,
    output reg continue_to_cpu
    );
    reg [1:0] state = 2'b0;
    reg [2:0] nextState = 2'b0;
    reg [63:0] lastAddress = 64'h0;
    initial begin
        readRequest = 1'b0;
    end
    always @(posedge clk) begin
        state <= nextState;
    end
    always @(negedge clk)begin
        lastAddress <= coreAddress;
    end
    always @(state, readReady, coreAddress) begin
        if (state == 2'b00) begin
            readRequest = 1'b0;
            memAddress = 64'b0;
            continue_to_cpu = 1;
            coreInstruction = 64'b0 ;
            if(coreAddress != lastAddress) nextState = 2'b01;
        end 
        else if (state == 2'b01) begin
            readRequest = 1'b1;
            memAddress = coreAddress;
            coreInstruction = 64'b0 ;
            continue_to_cpu = 0;
            nextState = 2'b10;
        end 
        else if (state == 2'b10) begin
            nextState = 2'b10;
            continue_to_cpu = 0;
            coreInstruction = 64'b0 ;
            readRequest = 1'b0;
            memAddress = coreAddress;
            if (readReady == 1'b1) begin
                coreInstruction = memInstruction;
                continue_to_cpu = 1;
                readRequest = 1'b0;
                nextState = 2'b0;
               memAddress = 64'b0;
            end
        end 
        else begin
            readRequest = 1'b0;
            coreInstruction = 64'b0;
            memAddress = 64'b0;
            continue_to_cpu = 1;
            nextState = 2'b0;
        end
    end
endmodule
</file>
<file path="design/flow/run.sh">
#!/bin/bash
# OpenROAD 26Q1-2900-gdf79404cd8, Yosys 0.63+post, stock flow scripts
make -C /OpenROAD-flow-scripts/flow DESIGN_CONFIG=/design/flow/config.mk WORK_HOME=/design/flow/orfs finish
</file>
<file path="design/flow/config.mk">
export PLATFORM = sky130hd
export DESIGN_NAME = Instruction_Mem_Interface
export DESIGN_NICKNAME = Instruction_Mem_Interface
export VERILOG_FILES = /design/flow/design.v
export SDC_FILE = /design/flow/constraint.sdc
export NUM_CORES = 4
export LEC_CHECK = 1
export CORE_AREA = 10 10 166 166
export DIE_AREA = 0 0 176 176
</file>
<file path="design/flow/constraint.sdc">
current_design Instruction_Mem_Interface

set clk_period 4.1
set clk_io_pct 0.2

create_clock -name clk0 -period $clk_period [get_ports {clk}]

set non_clock_inputs [all_inputs -no_clocks]
set_input_delay [expr $clk_period * $clk_io_pct] -clock clk0 $non_clock_inputs
set_output_delay [expr $clk_period * $clk_io_pct] -clock clk0 [all_outputs]
</file>
==> results_slide.txt <==
Key Metrics from the Run

Yosys
  • Simple-gate share of the synthesized area: 32.38%
  • Post-synthesis cell area: 2987 um2
  • Ys Warns: 1
  • Top cells by count: 66 x dfxtp_1, 64 x and2_1, 55 x nor2b_1
  • EDFF count, synth: 0
  • Top non-seq family: simple AND/OR/NAND/NOR gates
  • Cell total in the yosys stat output: 317
  • Most numerous cell in the Yosys netlist: dfxtp_1
  • Syn_area_per_cell: 9.421 um2
  • Async set-reset flop share out of synthesis: 0%
  • YS chip area: 2987 um2
  • XOR/XNOR Fraction of Synth Area: 15.25%
  • Fa+ha+maj area frac: 0%
  • Multiplexer share: 0%
  • Top cell area share: 44.24%
  • Netlist cell types: 26
  • Yosys aoi share: 3.226%
  • Synth area leader: dfxtp_1
  • Number of synthesized register bits: 68
  • Post-Syn Instances: 317
  • Main area contributors: dfxtp_1 44%, and2_1 13%, nor2b_1 12%
  • Most used flip-flop cell: dfxtp_1

Worst setup path
  • Top delay family on crit path: buffers and inverters
  • Buf/Inv on CP: 4
  • Worst setup SP type: input port
  • WP data required: 3.28 ns
  • Critical path type: in2out
  • CP arrival: 2.61 ns
  • Crit. End Element: output port
  • Critical Path, Cell by Cell: clkdlybuf4s50_1 -> inv_1 -> nor2_4 -> buf_4 -> and2_1 -> clkdlybuf4s50_1
  • Slowest stage cell, crit path: clkdlybuf4s50_1
  • Most frequent CP cell: clkdlybuf4s50_1
  • Max incr delay on CP: 0.49 ns
  • CP max FO: 64

Floorplanning
  • # IOs: 261
  • Chip area: 30,980 um2
  • Die W: 176 um
  • Site row count: 57
  • Vertical die size: 176 um
  • Initial Util: 12.39%
  • Core ar.: 24,110 um2

Detailed routing
  • Routed WL per cell: 13.53 um
  • Number of DRC markers in iteration 0: 82
  • DR DRC count: 0
  • Routed Antenna Nets: 0
  • Vias/cell: 3.325
  • Final WL: 13.11 mm
  • Drt first pass iters: 4
  • Ant diodes: 0
  • Vias: 3,222

Worst hold path
  • Hold EP: readRequest
  • HP Start: state[0]
  • Hold path depth: 2
  • Min-delay worst type: reg2out

Clocking
  • Post-CTS setup buffer count: 0
  • H-tree levels: 3
  • Clock Path Buffers: 2
  • Num CTS Buffers: 9
  • CTS root buf: clkbuf_16
  • Clock slew at reported path FFs: 0.06 ns
  • TritonCTS clock tree: done
  • # resized after CTS: 0
  • CTS Hold Bufs: 0

Final layout
  • Finished Layout Cells: 969
  • Filler cells: 2,567
  • Logic cell area: 1531 um2
  • Layout area overhead: 118.7%
  • Seq. cell area: 1351 um2
  • Final Cell Area: 6533 um2
  • Share of post-route cells with drive strength above 1: 3.411%

Final timing
  • Register pins left without a clock: 2
  • RSZ-0062 raised after global routing: no
  • Slew margin rel.: 61.06%
  • Crit path time final: 3.434 ns
  • Worst slew pin tran: 0.5788 ns
  • Fmax: 291.2 MHz
  • Fin Setup TNS: 0 ns
  • Final setup vio count: 0
  • Max Slew Vio Count: 0
  • Endpoints left unconstrained: 4
  • Hold Vio Cnt, Final: 0
  • Final clock period utilization by the worst path: 83.76%

Placed design
  • Global placement routability congestion: 0.8665
  • Placed instance area: 5988 um2
  • Final HPWL from detailed placement: 11.15 mm
  • Cell total after placement: 890
  • Buffers on Ports: 259

Run
  • Tool warnings: 90
  • Max Cap Violations: 0

GRT
  • Vias in the first global route: 3,451
  • Met1 usage: 9.733%
  • GRT Util Overall: 8.126%
  • GRT met3 Usage: 4.338%
  • Pin count of the biggest net entering global routing: 65
  • First-pass GRT wire length: 19.71 mm
  • Grt total ovfl: 0
  • Initial antenna violation count: 0
  • Global route hottest layer: met2
  • Met2 Track Usage GR: 12.70%

Power and ir drop
  • Pwr dens: 304.2 nW/um2
  • LEAKAGE: 2.712 nW
  • VDD IR max: 211.7 uV
  • Final total power: 1.987 mW

Status
  • Status: finished, final reports clean
how the worst max path moves through the flow:
stage	start	slack [ns]	to	cells after the start
CTS	readReady	0.61	memAddress[46]	6
global route	readReady	0.52	coreInstruction[0]	6
finish	readReady	0.67	coreInstruction[0]	6
worst min-delay path: cells and delay by family, from the launching register on:
family / cells / cell delay (ns)
flip-flops: 1 / 0.31
AND/OR/NAND/NOR: 1 / 0.19
buffers and inverters: 1 / 0.43
metrics by stage:
step / worst slack [ns] / utilization (%) / hold slack (ns)
2_1_floorplan: 1.129 / - / 1.233
6_report: 0.6658 / 27.10 / 2.065
4_1_cts: 0.6146 / 27.10 / 2.107
3_3_place_gp: 0.5046 / 24.84 / 1.734
5_1_grt: 0.5190 / 27.10 / 2.145
3_5_place_dp: 0.5036 / 24.84 / 1.736
where the power goes:
part | switching, mW | internal, mW
Combinational | 0.0756 | 0.186
Clock | 0.464 | 0.567
Sequential | 0.0125 | 0.681
registers in the layout, summed over array words and instances (netlist names):
register,flops
lastAddress,64
nextState,2
state,2
area by class of cell:
type / count / area share, %
well taps: 324 / 6.206
inverters: 15 / 0.8619
flip-flops and latches: 68 / 20.69
clock inverters: 71 / 4.942
multi-input cells: 220 / 23.44
clock buffers: 9 / 3.448
repair buffers: 262 / 40.41
cells in the final DEF (no fill, tap or decap), types with 2 or more instances in the layout:
cell / instances
clkdlybuf4s50_1: 259
inv_1: 79
dfxtp_1: 66
and2_1: 64
nor2b_1: 55
xor2_1: 34
xnor2_1: 18
nor4_1: 11
clkbuf_16: 9
nand4_1: 7
and2b_1: 6
nor2_1: 6
o22ai_1: 5
nor2_4: 2
o2bb2ai_1: 2
a22oi_1: 2
inv_6: 2
inv_4: 2
inv_8: 2
dlxtn_1: 2
buf_12: 2
routing by layer:
layer / wire length (um) / vias to the layer above
met5: 0 / -
met4: 146 / 0
met3: 1491 / 6
met2: 5738 / 212
met1: 5732 / 1355
li1: - / 1649
cell families (layout without fill, tap and decap cells):
family,after synthesis,count (layout)
latches,2,2
XOR/XNOR,52,52
buffers and inverters,29,357
AND-OR/OR-AND,12,12
flip-flops,66,66
AND/OR/NAND/NOR,156,156
No activity file was given, so power comes from the tool's default toggle rates.
