==> flow/config.mk <==
export PLATFORM = sky130hd
export DESIGN_NAME = Data_Mem_Interface
export DESIGN_NICKNAME = Data_Mem_Interface
export VERILOG_FILES = /design/flow/design.v
export SDC_FILE = /design/flow/constraint.sdc
export NUM_CORES = 4
export LEC_CHECK = 1
export CORE_AREA = 10 10 207 207
export DIE_AREA = 0 0 217 217
==> flow/constraint.sdc <==
current_design Data_Mem_Interface

set clk_period 7.9
set clk_io_pct 0.2

create_clock -name clk0 -period $clk_period [get_ports {clk}]

set non_clock_inputs [all_inputs -no_clocks]
set_input_delay [expr $clk_period * $clk_io_pct] -clock clk0 $non_clock_inputs
set_output_delay [expr $clk_period * $clk_io_pct] -clock clk0 [all_outputs]
==> flow/design.v <==
`timescale 1ns / 1ps
module Data_Mem_Interface(
    output reg [63:0] address_to_mem,
    input [63:0] address_from_cpu,
    input read_bit_from_cpu,
    output reg read_request_to_mem,
    input write_bit_from_cpu,
    output reg write_request_to_mem,
    input [1:0] size_select_from_cpu,
    output reg [1:0] size_select_to_mem,
    output reg [63:0] read_data_to_cpu,
    input [63:0] read_data_from_mem,
    input [63:0] write_data_from_cpu,
    output reg [63:0] write_data_to_mem,
    input [63:0] DMBottom,
    input [63:0] DMTop,
    input read_ready_from_mem,
    input write_finished_from_mem,
    input write_ready_from_mem,
    input clk,
    output reg continue_to_cpu
    );
    typedef enum logic [2:0] {
    DATA_MEM_IDLE = 3'd0,
    DATA_MEM_READ_REQUEST = 3'd1,
    DATA_MEM_READ_READY = 3'd2,
    DATA_MEM_WRITE_REQUEST = 3'd3,
    DATA_MEM_WRITE_READY = 3'd4,
    DATA_MEM_EXCEPTION = 3'd5
    } data_mem_states;
    data_mem_states current_state;
    data_mem_states next_state;
    always @(*) begin
        next_state [2:0] = DATA_MEM_IDLE;
        case(current_state)
            DATA_MEM_IDLE: begin
                write_data_to_mem [63:0] = 64'h0;
                read_data_to_cpu [63:0] = 64'h0;
                size_select_to_mem [1:0] = 2'b00;
                write_request_to_mem = 1'b0;
                read_request_to_mem = 1'b0;
                address_to_mem [63:0] = 64'h0; 
                continue_to_cpu = 1;
                if(read_bit_from_cpu == 1'b1 && write_bit_from_cpu == 1'b0)  next_state [2:0] = DATA_MEM_READ_REQUEST;
                if(read_bit_from_cpu == 1'b0 && write_bit_from_cpu == 1'b1) next_state [2:0] = DATA_MEM_WRITE_REQUEST;
                else next_state [2:0] = DATA_MEM_IDLE; 
            end
            DATA_MEM_READ_REQUEST: begin
                address_to_mem [63:0] = address_from_cpu [63:0];
                read_request_to_mem = 1'b1;
                size_select_to_mem = size_select_from_cpu;
                write_data_to_mem [63:0] = 64'h0;
                read_data_to_cpu [63:0] = 64'h0;
                write_request_to_mem = 1'b0;
                continue_to_cpu = 0;
                if(read_ready_from_mem == 1'b1) next_state[2:0] = DATA_MEM_READ_READY;
                else next_state [2:0] = DATA_MEM_READ_REQUEST;
            end
            DATA_MEM_READ_READY : begin
                read_data_to_cpu [63:0] = read_data_from_mem [63:0];
                write_data_to_mem [63:0] = 64'h0;
                size_select_to_mem [1:0] = 2'b00;
                write_request_to_mem= 1'b0;
                read_request_to_mem = 1'b1;   
                address_to_mem [63:0] = 64'h0;
                continue_to_cpu = 1;
                next_state[2:0] = DATA_MEM_IDLE;
            end
            DATA_MEM_WRITE_REQUEST:begin
                address_to_mem [63:0] = address_from_cpu[63:0];
                write_request_to_mem = 1'b1;
                write_data_to_mem [63:0] = 64'h0;
                read_data_to_cpu [63:0] = 64'h0;
                size_select_to_mem [1:0] = size_select_from_cpu;
                read_request_to_mem = 1'b0;
                continue_to_cpu = 0;
                if(write_ready_from_mem == 1'b1) next_state [2:0] = DATA_MEM_WRITE_READY;
                else next_state [2:0] = DATA_MEM_WRITE_REQUEST;
            end
            DATA_MEM_WRITE_READY: begin
                write_data_to_mem [63:0] = write_data_from_cpu [63:0];
                address_to_mem [63:0] = address_from_cpu[63:0];
                read_data_to_cpu [63:0] = 64'h0;
                size_select_to_mem [1:0] = 2'b00;
                write_request_to_mem = 1'b1;  
                read_request_to_mem = 1'b0;
                continue_to_cpu = 1;
                if(write_finished_from_mem == 1'b1) next_state [2:0] = DATA_MEM_IDLE;
                else next_state [2:0] = DATA_MEM_WRITE_READY;
            end
            DATA_MEM_EXCEPTION: begin
                write_data_to_mem [63:0] = 64'h0;
                read_data_to_cpu [63:0] = 64'h0;
                size_select_to_mem [1:0] = 2'b00;
                write_request_to_mem = 1'b0;
                read_request_to_mem = 1'b0;
                address_to_mem [63:0] = 64'h0;
                next_state [2:0] = DATA_MEM_IDLE;
                continue_to_cpu = 0;
            end
            default: begin
                write_data_to_mem [63:0] = 64'h0;
                read_data_to_cpu [63:0] = 64'h0;
                size_select_to_mem [1:0] = 2'b00;
                write_request_to_mem = 1'b0;
                read_request_to_mem = 1'b0;
                address_to_mem [63:0] = 64'h0;
                next_state [2:0] = DATA_MEM_IDLE;
                continue_to_cpu = 1;
            end
         endcase
        end
    always_ff @(posedge clk)
    begin
            current_state[2:0] <= next_state [2:0];
    end
endmodule
==> flow/run.sh <==
#!/bin/bash
# OpenROAD 26Q1-2900-gdf79404cd8, Yosys 0.63+post, stock flow scripts
make -C /OpenROAD-flow-scripts/flow DESIGN_CONFIG=/design/flow/config.mk WORK_HOME=/design/flow/orfs finish
==> impl_metrics.prom <==
# HELP chip_impl_metric Metrics from one implementation run
# TYPE chip_impl_metric gauge
chip_impl_info{name="run_status",value="finished clean"} 1
chip_impl_metric{name="grt_start_max_net_pins",unit=""} 65
chip_impl_metric{name="die_width",unit="um"} 217
chip_impl_metric{name="count_of_port_buffers_added_during_placement",unit=""} 396
chip_impl_info{name="worstSetupStartpoint",value="address_from_cpu[0]"} 1
chip_impl_metric{name="cts_htree_levels",unit=""} 1
chip_impl_metric{name="yosys.stat.chipArea",unit="um^2"} 1740
chip_impl_metric{name="grt_usage",unit=""} 0.0612
chip_impl_metric{name="share_clk_of_total_power",unit=""} 0.094
chip_impl_metric{name="global_route.overflow_total",unit=""} 0
chip_impl_metric{name="grt_first_pass_wirelength",unit="mm"} 22.2
chip_impl_metric{name="die_height",unit="um"} 217
chip_impl_metric{name="post_route_cells_drive_above_1_share",unit=""} 0.0515
chip_impl_metric{name="number_of_flip_flops_under_the_largest_register_name",unit=""} 3
chip_impl_metric{name="pwr-share-seq",unit=""} 0.049
chip_impl_metric{name="via_count",unit=""} 3136
chip_impl_metric{name="filler_cell_count",unit=""} 4376
chip_impl_metric{name="cts_hold_buffers",unit=""} 0
chip_impl_info{name="route.top_layer_used",value="met4"} 1
chip_impl_metric{name="finalCriticalPeriod",unit="ns"} 4.49
chip_impl_metric{name="gp_congestion",unit=""} 0.808
chip_impl_metric{name="power.switching_fraction",unit=""} 0.303
chip_impl_metric{name="remaining_drc_errors",unit=""} 0
chip_impl_metric{name="async_flop_share",unit=""} 0
chip_impl_metric{name="final_period_utilization",unit=""} 0.568
chip_impl_metric{name="insertedDiodeCount",unit=""} 0
chip_impl_metric{name="enable_flop_cells",unit=""} 0
chip_impl_metric{name="critPathMaxFanout",unit=""} 1
chip_impl_metric{name="cts.reportedPaths.clkPinSlew",unit="ns"} 0.03
chip_impl_metric{name="fraction_of_power_consumed_by_combinational_cells",unit=""} 0.857
chip_impl_metric{name="worstPathRequired",unit="ns"} 6.32
chip_impl_metric{name="detailed_place_hpwl",unit="mm"} 14.0
chip_impl_metric{name="io_pins",unit=""} 525
chip_impl_info{name="flop_cell",value="sky130_fd_sc_hd__dfxtp_1"} 1
chip_impl_info{name="max_flop_register",value="current_state"} 1
chip_impl_info{name="cp-start-kind",value="primary input"} 1
chip_impl_info{name="hold_start",value="current_state[2]"} 1
chip_impl_metric{name="vias_in_the_first_global_route",unit=""} 3437
chip_impl_metric{name="m1WireLength",unit="mm"} 5.55
chip_impl_metric{name="netSwitchingPower",unit="mW"} 0.253
chip_impl_metric{name="drt-total-wl",unit="mm"} 15.7
chip_impl_info{name="cpMostUsedCell",value="sky130_fd_sc_hd__clkdlybuf4s50_1"} 1
chip_impl_metric{name="netlist_area",unit="um^2"} 1740
chip_impl_metric{name="area.sequential",unit="um^2"} 60.1
chip_impl_metric{name="timing.critical_path.buf_inv",unit=""} 2
chip_impl_metric{name="power-per-cell-area",unit="nW/um^2"} 132
chip_impl_info{name="cp_cell_sequence",value="clkdlybuf4s50_1, a21boi_0, clkdlybuf4s50_1"} 1
chip_impl_metric{name="yosysCellCount",unit=""} 246
chip_impl_info{name="cpMaxStageDelayCell",value="sky130_fd_sc_hd__clkdlybuf4s50_1"} 1
chip_impl_metric{name="worst-slew-pin-transition",unit="ns"} 0.710
chip_impl_info{name="clk_root_buffer_cell",value="sky130_fd_sc_hd__clkbuf_16"} 1
chip_impl_info{name="worst_r2r_startpoint",value="current_state[0]"} 1
chip_impl_metric{name="fmax",unit="MHz"} 223
chip_impl_metric{name="yosys.area.top_type_share",unit=""} 0.460
chip_impl_info{name="top_post_synthesis_cells_by_area",value="sky130_fd_sc_hd__and2_1 46%, sky130_fd_sc_hd__a21boi_2 13%, sky130_fd_sc_hd__a21boi_0 11%, sky130_fd_sc_hd__a21boi_1 8.2%, sky130_fd_sc_hd__buf_6 3.9%"} 1
chip_impl_info{name="worstSetupEndpointType",value="primary output"} 1
chip_impl_metric{name="cts_buffer_depth",unit=""} 2
chip_impl_info{name="synth.top_cells.by_count",value="128 x sky130_fd_sc_hd__and2_1, 25 x sky130_fd_sc_hd__a21boi_0, 20 x sky130_fd_sc_hd__a21boi_2"} 1
chip_impl_metric{name="total_power",unit="mW"} 0.835
chip_impl_info{name="synth.most_common_cell",value="sky130_fd_sc_hd__and2_1"} 1
chip_impl_metric{name="initialDrtViolationCount",unit=""} 44
chip_impl_metric{name="synth-warning-count",unit=""} 1
chip_impl_metric{name="preCtsSetupSlack",unit="ns"} 3.35
chip_impl_metric{name="timing.setup.tns",unit="ns"} 0
chip_impl_info{name="path_category_of_the_worst_min_delay_check",value="flop to flop"} 1
chip_impl_info{name="clock_tree_from_tritoncts",value="yes"} 1
chip_impl_metric{name="avgSynthCellArea",unit="um^2"} 7.07
chip_impl_metric{name="max-vdd-ir-drop",unit="mV"} 0.0976
chip_impl_metric{name="drtPass1Iterations",unit=""} 2
chip_impl_metric{name="design.core.area",unit="um^2"} 38600
chip_impl_metric{name="relSlewSlack",unit=""} 0.527
chip_impl_metric{name="timing.clock.skew",unit="ns"} 0.00198
chip_impl_metric{name="met2RoutedLength",unit="mm"} 7.70
chip_impl_metric{name="yosys.cell_types.count",unit=""} 22
chip_impl_metric{name="setup_viol",unit=""} 0
chip_impl_metric{name="cts_buffers",unit=""} 3
chip_impl_metric{name="area_growth",unit="%"} 263
chip_impl_metric{name="wl_met3",unit="mm"} 2.25
chip_impl_metric{name="core.rowCount",unit=""} 72
chip_impl_metric{name="delay_contributed_by_the_slowest_stage_of_the_critical_path",unit="ns"} 0.55
chip_impl_info{name="grt_setup_unrepaired",value="no"} 1
chip_impl_metric{name="internal_power",unit="mW"} 0.583
chip_impl_metric{name="ant_nets",unit=""} 0
chip_impl_metric{name="cts.repair.resized",unit=""} 0
chip_impl_metric{name="viasPerCell",unit=""} 2.75
chip_impl_metric{name="clk_sinks",unit=""} 3
chip_impl_metric{name="dieArea",unit="um^2"} 47100
chip_impl_info{name="yosys.area.top_type",value="sky130_fd_sc_hd__and2_1"} 1
chip_impl_metric{name="postLayoutSetupSlackWorst",unit="ns"} 3.41
chip_impl_metric{name="average_routed_wire_per_standard_cell",unit="um"} 13.8
chip_impl_metric{name="worst_skew_pair.late_latency",unit="ns"} 0.22
chip_impl_metric{name="post_synth_inst_count",unit=""} 246
chip_impl_info{name="top_flop_regs",value="current_state: 3 flops"} 1
chip_impl_metric{name="final_hold_viol_count",unit=""} 0
chip_impl_metric{name="max-cap-violations",unit=""} 0
chip_impl_metric{name="power.static_leakage",unit="nW"} 2.16
chip_impl_metric{name="post_cts_buffers",unit=""} 0
chip_impl_metric{name="report.final.slew_viol_count",unit=""} 0
chip_impl_metric{name="yosys_register_bits",unit=""} 3
chip_impl_metric{name="warning_count",unit=""} 153
chip_impl_metric{name="initial_utilization",unit=""} 0.0451
chip_impl_metric{name="antenna_violations_before_repair",unit=""} 0
chip_impl_info{name="path_delay_family",value="buffers and inverters"} 1
chip_impl_info{name="critPathKind",value="primary input to primary output"} 1
chip_impl_metric{name="worst-endpoint-arrival",unit="ns"} 2.91
chip_impl_metric{name="area_taken_by_multi_input_logic_gates",unit="um^2"} 1510
chip_impl_metric{name="seq_area_frac_synth",unit=""} 0.0345
cell type report:
type                            count  area share
Multi-Input combinational cell    210       0.240
Inverter                            4     0.00238
Timing Repair Buffer              400       0.633
Tap cell                          518       0.103
Sequential cell                     3     0.00952
Clock buffer                        4      0.0125
cell usage in the layout (no fill, tap or decap):
cell type	netlist	routed
sky130_fd_sc_hd__nand2b_2	0	1
sky130_fd_sc_hd__or4b_2	1	1
sky130_fd_sc_hd__or4bb_1	2	2
sky130_fd_sc_hd__inv_1	4	4
sky130_fd_sc_hd__clkdlybuf4s50_1	0	396
sky130_fd_sc_hd__nor3b_4	0	2
sky130_fd_sc_hd__nand2_1	2	2
sky130_fd_sc_hd__o21ai_0	1	1
sky130_fd_sc_hd__clkbuf_1	17	1
sky130_fd_sc_hd__o32ai_1	1	1
sky130_fd_sc_hd__a21boi_1	19	19
sky130_fd_sc_hd__o211ai_1	2	2
sky130_fd_sc_hd__xnor2_1	1	1
sky130_fd_sc_hd__nor2_1	3	3
sky130_fd_sc_hd__a21boi_2	20	20
sky130_fd_sc_hd__dfxtp_1	3	3
sky130_fd_sc_hd__or4b_1	1	1
sky130_fd_sc_hd__and2_1	128	128
sky130_fd_sc_hd__a21boi_0	25	25
sky130_fd_sc_hd__clkbuf_16	0	3
sky130_fd_sc_hd__or3b_4	1	1
sky130_fd_sc_hd__buf_4	2	4
cell families (layout without fill, tap and decap cells):
logic type,Yosys count,after routing,share of synthesized area
DFF,3,3,0.0345
and+or+nand+nor,141,141,0.520
xor gates and xnor gates,1,1,0.00504
AOI/OAI and AO/OA,68,68,0.336
buffers and inverters,33,408,0.104
power by group through the flow:
stage | Clock [mW] | Sequential [mW] | Combinational, mW
5_1_grt | 0.0826 | 0.0439 | 0.787
6_report | 0.0787 | 0.0412 | 0.715
4_1_cts | 0.0803 | 0.0427 | 0.737
through the flow:
stage / instances / hold WS, ns / utilization / instance area [um^2]
floorplan: 246 / 0.579 / - / 1740
global placement: 1135 / 0.695 / 0.162 / 6230
detailed placement: 1135 / 0.700 / 0.162 / 6230
CTS: 1139 / 0.719 / 0.164 / 6310
global route: 1139 / 0.745 / 0.164 / 6310
finish: 1139 / 0.709 / 0.164 / 6310
metal layers:
metal | up-vias | track usage
met5 | - | 0
met4 | 0 | 0.00676
met3 | 6 | 0.0346
met2 | 248 | 0.112
met1 | 1340 | 0.0604
li1 | 1542 | -
worst paths after layout:
kind	slack [ns]	end	depth (start not counted)
worst min-delay path	0.71	current_state[0]	1
worst max register to register	6.01	current_state[2]	3
worst min register to register	0.71	current_state[0]	1
worst max-delay path	3.41	address_to_mem[0]	3
No activity file was given, so power comes from the tool's default toggle rates.
